**design.v**
```verilog
module reg_file #(parameter W=8, D=4)(		  
  input           CLK,
                  REG_WRITE,
						ACC_WRITE,
						imme_value,
  input  [ D-1:0] reg_index,
  input  [ W-1:0] data_in,
  output [ W-1:0] ACC_OUT,
  output logic [W-1:0] REG_OUT
    );
logic [W-1:0] registers[2**D];	   
assign      REG_OUT =imme_value?{4'b0000,reg_index}: reg_index? registers[reg_index] : '0;	  
assign	   ACC_OUT = registers[0];                
always_ff @ (posedge CLK)
  if (ACC_WRITE )	                              
    registers[0] <= data_in;
	else if(REG_WRITE)
		registers[reg_index] =data_in;
endmodule
```
**constraint.sdc**
```tcl
current_design reg_file

set clk_period 3.6
set clk_io_pct 0.2

create_clock -name clk0 -period $clk_period [get_ports {CLK}]

set non_clock_inputs [all_inputs -no_clocks]
set_input_delay [expr $clk_period * $clk_io_pct] -clock clk0 $non_clock_inputs
set_output_delay [expr $clk_period * $clk_io_pct] -clock clk0 [all_outputs]
```
**config.mk**
```make
export PLATFORM = sky130hd
export DESIGN_NAME = reg_file
export DESIGN_NICKNAME = reg_file
export VERILOG_FILES = /design/flow/design.v
export SDC_FILE = /design/flow/constraint.sdc
export NUM_CORES = 4
export LEC_CHECK = 1
export CORE_UTILIZATION = 40
```
**run.sh**
```bash
#!/bin/bash
# OpenROAD 26Q1-2900-gdf79404cd8, Yosys 0.63+post, stock flow scripts
make -C /OpenROAD-flow-scripts/flow DESIGN_CONFIG=/design/flow/config.mk WORK_HOME=/design/flow/orfs finish
```
==> notes.md <==
fresh numbers from the pnr run: first-pass GRT wire length=15600 µm, sequential share of the synthesized area=0.756, Slowest cell on crit path=clkdlybuf4s50_1, initial drt markers=120, Hold/Removal Path Class=input port to flip-flop, NetSw=0.647 mW, CP top delay family=buffers and inverters, Worst-Margin Slew=591 ps, fin crit period=3500 ps, Final GP Congestion=0.809, PwrDens=563 nW/µm², vias in the first global route=2845, filler cell count=974, CP Capture Type=output pin, Post-DRT Antenna Nets=0, post-detail-place hpwl=6210 µm, Gate Count Post-Synth=241, chip area=13200 µm², syn avg cell area=21.1 µm², drt first pass iters=7, DR vias=2534, number of CTS-inserted buffers=17, row count=40, Worst EP required=2880 ps, kind of critical path=input port to output pin, layout cells sized above 1=0.282, tool warnings=25, IR Drop Worst-Case VDD=0.325 mV, Worst-path clk slew=50 ps, pin count of the biggest net entering global routing=32, area of the multi-input gates=1130 µm², Crit path top cell by count=clkdlybuf4s50_1, Post-Route WL=9870 µm, Chip Area, Yosys=5080 µm², yosys stat cell total=241, CP Cell Sequence=clkdlybuf4s50_1 > buf_12 > nand2_1 > o22ai_1 > or3_1 > o311ai_0 > clkdlybuf4s50_1, Post-CTS Setup Bufs=0, Hold Fails Final Rpt=0, most numerous logic cell after layout=edfxtp_1, internal power=2.92 mW, Rel. slew slack=0.605, combinational share of power=0.057, top flop regs=registers (128), Final Core Density=0.519, post-synth top area cell=edfxtp_1, MaxCap Viol Count=0, register share of total power=0.470, Biggest register=registers, CP max FO=31, CTS tree=done, Switching Share=0.182, largest stage delay on the critical path=560 ps, width of the die=115 µm, Max Transition Viols Final=0, Largest register FFs=128, CTS Buffer Depth=2, RSZ-0062 raised after global routing=no, achievable frequency=286 MHz, Commonest flop=edfxtp_1, Final setup viols=0, wire per inst=20.4 µm, die span in y=115 µm, Area Overhead vs Synth=24.5%, area of the mapped netlist=5080 µm², warning count from the yosys run=1, Seq cells post-synth=128, DRC viols=0, Async S/R FF share, synth=0, Top cells by area=edfxtp_1 76%, mux4_2 12%, mux2i_1 2.8%, register area=3840 µm², nature of the critical path startpoint=input port, htree depth=4, Post-synth EDFFs=128, crit path DAT=2780 ps, antenna cells=0, Overflow after GRT=0, GRT Total Usage=0.181, CTS sink cnt=128, starting density of the core=0.416, PortBufs=31, area share, top type=0.756, Via density=5.24, core area=12200 µm², Unique cell types=28, Clk network pwr share=0.472, Leak=2.10 nW, # IOs=32, CP Buf/Inv Count=3, Top cells excl fill/tap=128 x edfxtp_1, 30 x clkdlybuf4s50_1, 26 x mux4_2, 26 x buf_4, 17 x clkbuf_16, post-route setup TNS=0 ps, Root Buffer=clkbuf_16, status=complete, no violations, cycle use final=0.972, initial antenna violation count=0
[cell families after synthesis]
logic type | share of synthesized area
and+or+nand+nor | 0.0281
muxes | 0.169
buffers and inverters | 0.0217
AOI/OAI and AO/OA | 0.0258
DFF | 0.756
[path summary, 6_finish.rpt]
| check | from | to | cells past startpoint |
|---|---|---|---|
| setup / recovery | reg_index[1] | REG_OUT[1] | 7 |
| hold / removal | data_in[2] | registers[11][2]$_DFFE_PP_ | 1 |
[repair_timing]
| action | CTS | global route |
|---|---|---|
| resized | 0 | 1 |
| endpoints found under the setup margin | 0 | 5 |
| hold buffers | 0 | 0 |
[cell usage after synthesis, types with 2 or more instances]
library cell	number
nor2_1	16
mux4_2	26
mux4_1	2
o22ai_1	6
nand2b_1	3
nand2_1	3
edfxtp_1	128
mux2_2	7
buf_4	6
nand3b_1	2
nor3_1	4
o21ai_0	4
buf_2	6
mux2i_1	14
[routing by layer]
layer	GRT usage	routed length [µm]
met1	0.283	3990
met2	0.265	4870
met3	0.0901	911
met4	0.0242	99
met5	0	0
[area by class of cell]
type / instances / share of cell area
clock buffer: 21 / 0.0696
clock inverter: 8 / 0.0221
inverter: 1 / 0.000593
multi-input combinational: 98 / 0.179
sequential: 128 / 0.607
tap: 168 / 0.0332
timing repair buffer: 60 / 0.0889
[power groups by stage]
| stage | combinational, mW | sequential, mW | clock (mW) |
|---|---|---|---|
| final | 0.205 | 1.68 | 1.68 |
| after global routing | 0.224 | 1.68 | 1.78 |
| after CTS | 0.209 | 1.68 | 1.72 |
[per-stage QoR]
| stage | total power, mW | setup WS (ps) | hold slack (ps) | std cells | cell area (µm²) |
|---|---|---|---|---|---|
| floorplan | 1.80 | 984 | 819 | 241 | 5080 |
| global placement | 1.91 | 68.4 | 1470 | 455 | 5750 |
| detailed placement | 1.91 | 78.7 | 1470 | 455 | 5750 |
| CTS | 3.60 | 76.6 | 1260 | 484 | 6330 |
| global route | 3.69 | 10.6 | 1300 | 484 | 6330 |
| finish | 3.56 | 101 | 1260 | 484 | 6330 |
Power figures rest on the tool's default switching activity, not on a simulated workload.
