File: config.mk
export PLATFORM = sky130hd
export DESIGN_NAME = PC
export DESIGN_NICKNAME = PC
export VERILOG_FILES = /design/flow/design.v
export SDC_FILE = /design/flow/constraint.sdc
export NUM_CORES = 4
export LEC_CHECK = 1
export CORE_AREA = 10 10 84 84
export DIE_AREA = 0 0 94 94
File: constraint.sdc
current_design PC

set clk_period 3.6
set clk_io_pct 0.2

create_clock -name clk0 -period $clk_period [get_ports {CLK}]

set non_clock_inputs [all_inputs -no_clocks]
set_input_delay [expr $clk_period * $clk_io_pct] -clock clk0 $non_clock_inputs
set_output_delay [expr $clk_period * $clk_io_pct] -clock clk0 [all_outputs]
File: design.v
module PC(
  input start,
  input [9:0]start_address,		 
  input branch,		 
  input[7:0]	target,
  input  taken,
		CLK,
		LOOKUP2,
		LOOKUP3,
  output logic[ 9:0] PC);
initial begin 
	PC <= 0;
end
always @(posedge CLK)
    if(start)
		PC<=PC+1;
    else if(branch) 
		  if(taken)
		      if(LOOKUP2)
					PC <=5;
				else if(LOOKUP3)
					if(PC<670)
						PC <=261; 
					else
						PC<=681;
				else
					PC <= PC+target; 
		  else
				PC <= PC + 1;
		else 
			PC<=PC+1;
endmodule
File: run.sh
#!/bin/bash
# OpenROAD 26Q1-2900-gdf79404cd8, Yosys 0.63+post, stock flow scripts
make -C /OpenROAD-flow-scripts/flow DESIGN_CONFIG=/design/flow/config.mk WORK_HOME=/design/flow/orfs finish
==> results.json <==
{
  "groute.usage.overall_pct": 5.97,
  "critical_path.slowest_cell": "sky130_fd_sc_hd__clkdlybuf4s50_1",
  "status": "finished clean",
  "timing.hold.worst.class": "reg -> reg",
  "clock_tree.root_cell": "sky130_fd_sc_hd__clkbuf_8",
  "rsz0062_at_grt": "no",
  "ys_cells": 113,
  "floorplanUtilization_pct": 17.7,
  "place.gp.congestion": 0.822,
  "report.final.hold_viol_count": 0,
  "num_rows": 26,
  "required_ns": 3.76,
  "grt_first_pass_wirelength_um": 4410,
  "drc_errors": 0,
  "portion_of_total_power_attributed_to_combinational_logic_pct": 55.4,
  "ys_area_um2": 923,
  "finalClockSkew_ns": 0.00123,
  "gr-total-overflow": 0,
  "crit-reg2reg-launch": "PC[0]$_DFF_P_",
  "place.detailed.hpwl_um": 2090,
  "insertion_delay_ns": 0.23,
  "largest_registers_ranked_by_flip_flop_count": "PC (10)",
  "critPathMaxFanout": 3,
  "cp.arrival_ns": 2.60,
  "p_per_area_nw_per_um2": 627,
  "largest_register_ff_count": 10,
  "postSynthSeqShare_pct": 21.7,
  "fin_tns_setup_ns": 0,
  "grt_start_max_net_pins": 13,
  "timing.critical_path.cells": "clkdlybuf4s50_1, ha_1, inv_1, fa_1, nand2b_1, a21oi_1, a31oi_1, xnor2_1, o21ai_0",
  "max_cap_violations": 0,
  "number_of_warning_messages_in_the_logs": 35,
  "synthCells": 113,
  "core_um2": 5200,
  "ys.flops": 10,
  "timing.final.setup_violations": 0,
  "timing.fmax_ghz": 0.410,
  "cp-startpoint": "target[0]",
  "switching_share_pct": 40.3,
  "cts_setup_buffers": 0,
  "timing.max_slew.rel_slack_pct": 76.1,
  "drtIter0Drc": 107,
  "clkSlewWorstSetupHoldPaths_ns": 0.05,
  "hold_slack_ns": 0.522,
  "antenna_found_initial": 0,
  "layout-area-overhead-vs-synth_pct": 37.1,
  "max_stage_delay_ns": 0.46,
  "cts_max_level": 1,
  "synth_cell_type_count": 37,
  "leakage_nw": 0.476,
  "cellInternalPower_w": 0.000474,
  "final.period_utilization_pct": 67.8,
  "buffer_ports.inserted": 23,
  "timing.final.crit_period_ns": 2.44,
  "routed_via_density": 4.15,
  "layout-drive-gt1-share_pct": 5.84,
  "layout.filler_cells": 586,
  "timing.critical_path.from_type": "input pin",
  "cts_resized": 0,
  "final_antenna_net_count": 0,
  "worst_setup_path_type": "in -> reg",
  "post_cts_hold_fix_bufs": 0,
  "critical_path.n_buffers_inverters": 2,
  "firstDrtPassIters": 4,
  "antenna_cells_inserted": 0,
  "stages_on_the_worst_setup_path": 9,
  "die_h_um": 94,
  "synthesis.yosys.warnings": 1,
  "clock_path_buffers": 2,
  "max_flop_register": "PC",
  "number_of_global_route_vias_before_repair": 878,
  "sequentialPowerShare_pct": 30.0,
  "timing.hold.worst_path_depth": 2,
  "synth.cell_area_um2": 923,
  "clock_group_share_of_total_power_pct": 14.6,
  "clkSinkCount": 10,
  "ioPinCount": 34,
  "timing.reg2reg.worst_path_depth": 8,
  "ir_drop_mv": 0.136,
  "num_vias": 860,
  "wl_um": 2550,
  "syn_area_per_cell_um2": 8.17,
  "routedWlPerCell_um": 12.3,
  "hold_path_startpoint": "PC[9]$_DFF_P_",
  "worstSetupEndpointType": "register",
  "cp_top_family": "adder cells",
  "tritoncts_clock_tree": "done",
  "tightestPinTransition_ns": 0.357,
  "number_of_max_slew_violations_in_the_final_report": 0,
  "net-switching-power_w": 0.000320,
  "die-area_um2": 8840,
  "tritoncts.num_buffers": 3,
  "chipWidth_um": 94
}
## worst reg2reg max path, stage by stage, from the launching register on
cell,delay (ns)
sky130_fd_sc_hd__dfxtp_1,0.44
sky130_fd_sc_hd__ha_1,0.22
sky130_fd_sc_hd__inv_1,0.06
sky130_fd_sc_hd__fa_1,0.37
sky130_fd_sc_hd__nand2b_1,0.19
sky130_fd_sc_hd__a21oi_1,0.20
sky130_fd_sc_hd__a31oi_1,0.15
sky130_fd_sc_hd__xnor2_1,0.14
sky130_fd_sc_hd__o21ai_0,0.14
## layer usage
| metal | track usage [%] | share of wire [%] |
|---|---|---|
| met2 | 8.76 | 42 |
| met1 | 8.62 | 49 |
| met5 | 0 | 0 |
| met4 | 1.27 | 2.0 |
| met3 | 1.45 | 7.0 |
## cells in the final DEF (no fill, tap or decap), drive strengths merged, types with 2 or more instances in the layout
cell / instances
nand3: 7
nand2: 7
nor3: 2
nor2: 6
a21o: 4
a22oi: 3
ha: 9
o21ai: 6
o22ai: 2
xor2: 4
clkdlybuf4s50: 23
dfxtp: 10
a22o: 2
nor4: 2
nand2b: 3
inv: 8
xnor2: 8
nor2b: 2
clkbuf: 3
o211ai: 2
nand4: 3
a21oi: 10
## through the flow
stage,util (%),setup slack [ns],total power (W),instance area (um2),cells
3_5_place_dp,23.5,0.898,0.000688,1220,204
6_report,24.3,1.16,0.000794,1270,207
5_1_grt,24.3,0.999,0.000881,1270,207
4_1_cts,24.3,1.13,0.000806,1270,207
3_3_place_gp,23.5,0.902,0.000682,1220,204
2_1_floorplan,-,1.57,0.000515,923,113
## cells in the mapped netlist
library cell	count	area share, %
sky130_fd_sc_hd__nand3_1	6	3.3
sky130_fd_sc_hd__a21oi_1	9	4.9
sky130_fd_sc_hd__o41ai_1	1	0.95
sky130_fd_sc_hd__a21oi_2	1	0.95
sky130_fd_sc_hd__o21a_1	1	0.81
sky130_fd_sc_hd__nand2b_1	3	2.0
sky130_fd_sc_hd__inv_1	8	3.3
sky130_fd_sc_hd__a21o_1	4	3.3
sky130_fd_sc_hd__nor3_1	1	0.54
sky130_fd_sc_hd__nand3_2	1	1.1
sky130_fd_sc_hd__nor2_1	6	2.4
sky130_fd_sc_hd__xnor2_1	8	7.6
sky130_fd_sc_hd__o211ai_1	2	1.6
sky130_fd_sc_hd__a22o_1	2	1.9
sky130_fd_sc_hd__or3_1	1	0.68
sky130_fd_sc_hd__buf_6	1	1.2
sky130_fd_sc_hd__nor3_4	1	1.8
sky130_fd_sc_hd__buf_2	1	0.54
sky130_fd_sc_hd__nor4b_1	1	0.95
sky130_fd_sc_hd__ha_1	9	12
sky130_fd_sc_hd__and3_1	1	0.68
sky130_fd_sc_hd__a31oi_1	1	0.68
sky130_fd_sc_hd__or2_2	1	0.68
sky130_fd_sc_hd__mux2i_1	1	1.1
sky130_fd_sc_hd__o22ai_1	2	1.4
sky130_fd_sc_hd__nand4_1	3	2.0
sky130_fd_sc_hd__nand2_1	7	2.8
sky130_fd_sc_hd__o21ai_0	6	3.3
sky130_fd_sc_hd__a22oi_1	3	2.4
sky130_fd_sc_hd__o2111ai_1	1	0.95
sky130_fd_sc_hd__a32o_1	1	1.1
sky130_fd_sc_hd__nor2b_1	2	1.4
sky130_fd_sc_hd__xor2_1	4	3.8
sky130_fd_sc_hd__nor4_1	1	0.68
sky130_fd_sc_hd__nor4_2	1	1.4
sky130_fd_sc_hd__dfxtp_1	10	22
sky130_fd_sc_hd__fa_1	1	2.2
## final timing paths
path	slack, ns	end
setup / recovery	1.16	PC[8]$_DFF_P_
hold reg to reg	0.52	PC[9]$_DFF_P_
hold / removal	0.52	PC[9]$_DFF_P_
setup reg to reg	1.61	PC[8]$_DFF_P_
## final cells by class
type | count | area [um2] | area share, %
clock buffer | 3 | 41.3 | 3.26
multi-input combinational | 93 | 677 | 53.5
timing repair buffer | 23 | 230 | 18.2
inverter | 8 | 30.0 | 2.37
sequential | 10 | 200 | 15.8
tap | 70 | 87.6 | 6.92
## cells by family (layout without fill, tap and decap cells)
logic type,count (synthesis),after routing,synth area share (%)
flops,10,10,21.7
fa+ha+maj,10,10,14.4
buf+inv,10,34,5.01
simple gates,36,36,22.4
xor+xnor,12,12,11.4
compound gates,34,34,24.1
mux,1,1,1.08
## power groups by stage
| stage | Sequential [W] | Combinational (W) | Clock (W) |
|---|---|---|---|
| 6_report | 0.000238 | 0.000440 | 0.000116 |
| 4_1_cts | 0.000237 | 0.000450 | 0.000118 |
| 5_1_grt | 0.000251 | 0.000505 | 0.000125 |
No activity file was given, so power comes from the tool's default toggle rates.
