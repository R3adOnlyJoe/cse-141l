<file path="flow/run.sh">
#!/bin/bash
# OpenROAD 26Q1-2900-gdf79404cd8, Yosys 0.63+post, stock flow scripts
make -C /OpenROAD-flow-scripts/flow DESIGN_CONFIG=/design/flow/config.mk WORK_HOME=/design/flow/orfs finish
</file>
<file path="flow/config.mk">
export PLATFORM = sky130hd
export DESIGN_NAME = IF
export DESIGN_NICKNAME = IF
export VERILOG_FILES = /design/flow/design.v
export SDC_FILE = /design/flow/constraint.sdc
export NUM_CORES = 4
export LEC_CHECK = 1
export CORE_AREA = 10 10 96 96
export DIE_AREA = 0 0 106 106
</file>
<file path="flow/constraint.sdc">
current_design IF

set clk_period 5.9
set clk_io_pct 0.2

create_clock -name clk0 -period $clk_period [get_ports {CLK}]

set non_clock_inputs [all_inputs -no_clocks]
set_input_delay [expr $clk_period * $clk_io_pct] -clock clk0 $non_clock_inputs
set_output_delay [expr $clk_period * $clk_io_pct] -clock clk0 [all_outputs]
</file>
<file path="flow/design.v">
module IF(
  input Branch_abs,		       
  input Branch_rel_en,		   
  input ALU_zero,			   
  input [15:0] Target,		   
  input Init,				   
  input Halt,				   
  input CLK,				   
  output logic[15:0] PC		   
  );
  always_ff @(posedge CLK)	   
	if(Init)
	  PC <= 0;				   
	else if(Halt)
	  PC <= PC;
	else if(Branch_abs)	       
	  PC <= Target;
	else if(Branch_rel_en && ALU_zero)  
	  PC <= Target + PC;
	else
	  PC <= PC+1;		       
endmodule
</file>
==> reports/results.tsv <==
metric	value	unit
CTS Buffer Depth	2	
combinational fraction of design power	34.3	%
Resized cells post-CTS	0	
Log Warnings	25	
final hold viol count	0	
Clock Skew	0.00183	ns
TritonRoute pass-1 iters	4	
RR Startpoint	PC[0]	
pwr/cell area	158	nW/um^2
dpl hpwl	3.48	mm
CTS HTree Levels	1	
top cell type's share of synthesized area	20.9	%
Die X	106	um
Final setup violation count	0	
Worst Path Required	6.10	ns
startpoint types	primary input	
Die Size	11200	sq um
HP Class	register to register	
Post-Synthesis Cell Area	1530	sq um
Sw Ratio	31.6	%
Max FO, Critical Path	16	
minimum clock period after layout	3.75	ns
EDFF count, synth	0	
top cells, area	dfxtp_1, ha_1, and3_1	
I/O pin count	38	
nature of the critical path endpoint	register	
largest stage delay on the critical path	0.77	ns
CP most frequent cell	a21o_1	
worst reg-to-reg path cell count	8	
first-pass GRT wire length	7.28	mm
CTS tree	built	
post-route DRC violation count	0	
Clock Tree Root	clkbuf_8	
RSZ-0062 raised after global routing	false	
biggest regs	PC: 16 flops	
Seq cells post-synth	16	
clk sinks	16	
distinct lib cells	46	
Buffers on Ports	37	
final core occ	28.2	%
Peak supply drop	46.2	uV
yosys cell count	190	
clock slew at reported path FFs	0.07	ns
number of buffers created by CTS	3	
Crit. Startpoint	ALU_zero	
Seq share, synth	20.9	%
post-route antenna net violation count	0	
dominant register cell	dfxtp_1	
Initial Util	21.2	%
largest net degree at the start of global routing	26	
fraction of layout cells with a size suffix above 1	7.62	%
Final Max Tran Viols	0	
average vias per placed instance	4.70	
WL/cell	14.1	um
max reg flops	16	
Tcrit/Tclk final	63.6	%
Syn-to-layout area delta	33.1	%
total negative setup slack	0	ns
critical path type	primary input to register	
Die Y	106	um
Max-slew headroom	51.1	%
Synth Instances	190	
status	finished clean	
count leader, synth	a21oi_1	
Clock Latency Late Sink	0.25	ns
top cell type by total area after synthesis	dfxtp_1	
static leakage power	0.871	nW
hold buffers post-CTS	0	
Flop pwr share	38.6	%
initial antenna violation count	0	
WL final	4.54	mm
Top reg by flops	PC	
hold_sp	PC[6]	
YS chip area	1530	sq um
Initial DRC Count	71	
Post-CTS Setup Bufs	0	
Yosys warning total	1	
synthesized area per cell	8.05	sq um
Final GP Congestion	0.850	
number of global-route vias before repair	1437	
Crit path arrival time	3.96	ns
internal power	220	uW
CP cell instances	clkdlybuf4s50_1 > nand3b_1 > ha_1 > fa_1 > a21o_1 > nand3_2 > a31oi_2 > a21o_1 > a2111oi_0 > a211o_1	
clock group share of total power	27.0	%
Psw	102	uW
CP max stage cell	clkdlybuf4s50_1	
via count	1514	
maximum clock frequency	266	MHz
maxcap violations	0	
ANT cells	0	
row count	31	
All-Layer GR Usage	7.74	%
Core Region	7210	sq um
actual slew at the worst max-slew pin	0.732	ns
global route overflow	0	
fillers	764	
hold depth	2	
FFs w/ async S/R, synth	0	%
Post-synth top cells	a21oi_1, dfxtp_1, nand2_1, nor2_1	
==> metrics by stage <==
step                      hold slack (ns)  setup WS, ns  total power, mW  instances  cell area, sq um
final                               0.506          2.15            0.322        322              2030
after global routing                0.542          1.94            0.342        322              2030
after CTS                           0.515          2.16            0.325        322              2030
after detailed placement            0.494          1.90            0.236        319              1990
after global placement              0.490          1.97            0.237        319              1990
after floorplan                     0.446          2.67            0.190        190              1530
==> routing by layer <==
metal	wire length, um	vias to the layer above	GRT usage (%)
met1	2180	697	10.5
met3	308	8	1.96
met5	0	-	0
met2	1980	44	12.3
met4	67	0	1.26
li1	-	765	-
==> critical path: cells and delay by family <==
kind                     cells  cell delay (ns)
AND-OR/OR-AND                5             1.16
buffers and inverters        1             0.77
adder cells (fa/ha/maj)      2             0.64
AND/OR/NAND/NOR              2             0.21
==> power by group through the flow <==
stage	sequential [mW]	clock, mW	combinational, mW
4_1_cts	0.124	0.0899	0.111
5_1_grt	0.126	0.0932	0.123
6_report	0.124	0.0870	0.110
==> placed cells by master (no fill, tap or decap), types with 2 or more instances in the layout <==
cell             instances
clkdlybuf4s50_1         37
a21oi_1                 18
dfxtp_1                 16
nand2_1                 16
nor2_1                  16
and3_1                  15
ha_1                    15
o21ai_0                  9
xnor2_1                  7
inv_1                    5
a211oi_1                 5
a21o_1                   4
xor2_1                   4
o211ai_1                 4
o21ai_1                  4
nand3_1                  3
o21a_1                   3
o21ai_2                  3
o211a_1                  3
clkbuf_8                 3
mux2i_1                  2
and2_1                   2
a21oi_2                  2
nand2b_1                 2
o22ai_1                  2
a31oi_1                  2
==> cell type report <==
| class | instances | area (sq um) | share of cell area, % |
|---|---|---|---|
| clock buffer | 3 | 41.3 | 2.03 |
| inverter | 5 | 18.8 | 0.923 |
| timing repair buffer | 38 | 378 | 18.6 |
| tap | 99 | 124 | 6.09 |
| multi-input combinational | 161 | 1150 | 56.6 |
| sequential | 16 | 320 | 15.7 |
==> path summary, 6_finish.rpt <==
path	endpoint	slack, ns
max reg2reg	PC[14]	3.65
max	PC[14]	2.15
min reg2reg	PC[6]	0.51
min	PC[6]	0.51
==> logic make-up (layout without fill, tap and decap cells) <==
group,count (synthesis),count (layout),share of synthesized area [%]
compound gates,69,69,31.8
buf+inv,13,46,3.68
flops,16,16,20.9
xor+xnor,12,12,8.10
mux,2,2,1.31
fa+ha+maj,16,16,13.6
simple gates,62,62,20.6
No activity file was given, so power comes from the tool's default toggle rates.
